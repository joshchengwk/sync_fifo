==> /design/flow/design.v <==
module sync_fifo #(
			parameter		DATA_WIDTH = 32,
						ADDR_WIDTH = 8,
						AFULL_LEVEL = 248,
						AEMPTY_LEVEL = 8,
						LOOKAHEAD = 1)
		(
		input				clk		,	 
		input				rstb		,	 
		input				sclr		,	 
		input	[DATA_WIDTH-1:0]	data_in		,	 
		input				rd_en		,	 
		input				wr_en		,	 
		output	[DATA_WIDTH-1:0]	data_out	,	 
		output				empty		,	 
		output				full		,	 
		output				afull		,	 
		output				aempty		,	 
		output	[ADDR_WIDTH :0]		uw			 
);
localparam RAM_DEPTH = (1 << ADDR_WIDTH);
logic	[ADDR_WIDTH-1:0] 	wr_pointer;
logic	[ADDR_WIDTH-1:0]	rd_pointer;
logic	[ADDR_WIDTH :0]		word_cnt;
logic	[DATA_WIDTH-1:0]	ram_q;
logic	[DATA_WIDTH-1:0]	data_ram;
logic				ram_wren;
logic				ram_rden;
logic	[ADDR_WIDTH-1:0]	ram_wraddr;
logic	[ADDR_WIDTH-1:0]	ram_rdaddr;
assign full = (word_cnt == (ADDR_WIDTH+1)'(RAM_DEPTH));
assign empty = (word_cnt == (ADDR_WIDTH+1)'(0));
assign afull = (word_cnt >= (ADDR_WIDTH+1)'(AFULL_LEVEL));
assign aempty = (word_cnt <= (ADDR_WIDTH+1)'(AEMPTY_LEVEL));
always_ff@(posedge clk or negedge rstb)
begin
	if (~rstb) 
		wr_pointer <= (ADDR_WIDTH)'(0);
	else if (sclr)
		wr_pointer <= (ADDR_WIDTH)'(0);
	else if (wr_en & (~full | rd_en) ) 	 
		wr_pointer <= wr_pointer + (ADDR_WIDTH)'(1);
end
generate 
if (LOOKAHEAD)
begin
	always_ff@(posedge clk or negedge rstb)
	begin
		if (~rstb)
			rd_pointer <= (ADDR_WIDTH)'(1);		 
		else if (sclr)
			rd_pointer <= (ADDR_WIDTH)'(1);
		else if (rd_en & ~empty)  
			rd_pointer <= rd_pointer + (ADDR_WIDTH)'(1);
	end
end
else
begin
	always_ff@(posedge clk or negedge rstb)
	begin
		if (~rstb)
			rd_pointer <= (ADDR_WIDTH)'(0);
		else if (sclr)
			rd_pointer <= (ADDR_WIDTH)'(0);
		else if (rd_en & ~empty)  
			rd_pointer <= rd_pointer + (ADDR_WIDTH)'(1);
	end
end
endgenerate
always_ff@ (posedge clk or negedge rstb)
begin
	if (~rstb) 
		word_cnt <= (ADDR_WIDTH+1)'(0);
	else if (sclr)
		word_cnt <= (ADDR_WIDTH+1)'(0);
	else if (rd_en & ~wr_en & ~empty)
		word_cnt <= word_cnt - (ADDR_WIDTH+1)'(1);
	else if (wr_en & ~rd_en & ~full)
		word_cnt <= word_cnt + (ADDR_WIDTH+1)'(1);
	else if (wr_en & rd_en & empty)  
		word_cnt <= word_cnt + (ADDR_WIDTH+1)'(1);		
end 
assign ram_wren = wr_en & (~full | rd_en);
assign ram_rden = rd_en & ~empty;
assign ram_rdaddr = rd_pointer;
assign ram_wraddr = wr_pointer;
logic	[DATA_WIDTH-1:0]	mem[0:RAM_DEPTH-1];
always_ff@(posedge clk)
begin
	if (ram_wren)
		mem[ram_wraddr] <= data_in;
end
always_ff@(posedge clk)
begin
	if (ram_rden)                
                ram_q <= mem[ram_rdaddr];
end
generate 
if (LOOKAHEAD)
begin
	logic				use_buffer;
	logic	[DATA_WIDTH-1:0]	word_buffer;
	logic				use_buffer_next;
	assign use_buffer_next = ((wr_en & empty) |				 
			 (wr_en & rd_en & rd_pointer == wr_pointer));		 
	always_ff@(posedge clk or negedge rstb)
	begin
		if (~rstb)
			use_buffer <= 1'b0;
		else if (use_buffer_next)
			use_buffer <= 1'b1;
		else if (rd_en)
			use_buffer <= 1'b0;
	end
	always_ff@(posedge clk or negedge rstb)
	begin
		if (~rstb)
			word_buffer <= (DATA_WIDTH)'(0);
		else if (use_buffer_next)
			word_buffer <= data_in;
	end
	assign data_ram = (use_buffer)? word_buffer: ram_q;
end
else
begin
	assign data_ram = ram_q;
end
endgenerate
assign uw = word_cnt;
assign data_out = data_ram;
endmodule
==> /design/flow/run.sh <==
#!/bin/bash
# OpenROAD 26Q1-2900-gdf79404cd8, Yosys 0.63+post, stock flow scripts
make -C /OpenROAD-flow-scripts/flow DESIGN_CONFIG=/design/flow/config.mk WORK_HOME=/design/flow/orfs finish
==> /design/flow/config.mk <==
export PLATFORM = sky130hd
export DESIGN_NAME = sync_fifo
export DESIGN_NICKNAME = sync_fifo
export VERILOG_FILES = /design/flow/design.v
export SDC_FILE = /design/flow/constraint.sdc
export NUM_CORES = 4
export LEC_CHECK = 1
export CORE_UTILIZATION = 30
export SYNTH_MEMORY_MAX_BITS = 65536
==> /design/flow/constraint.sdc <==
current_design sync_fifo

set clk_period 104.2
set clk_io_pct 0.2

create_clock -name clk0 -period $clk_period [get_ports {clk}]

set non_clock_inputs [all_inputs -no_clocks]
set_input_delay [expr $clk_period * $clk_io_pct] -clock clk0 $non_clock_inputs
set_output_delay [expr $clk_period * $clk_io_pct] -clock clk0 [all_outputs]
==> out/results.env <==
STATUS='completed'
WORST_PATH_MOST_REPEATED_CELL='buf_4'
SYNTH.FF_LATCH_COUNT=8282
SYNTH-SEQ-AREA-SHARE=0.7804
LAYOUT_WORST_PATH_CYCLE_SHARE=0.2342
SETUP_TNS_NS=0
CLOCK_SINKS=8282
CRIT_PATH_TOP_DELAY_CELL='nor2_4'
REG2REG_SETUP_SLACK_NS=95.97
AREA_GROWTH_PCT=15.33
FIRST_GLOBAL_VIAS=166800
SKEW_NS=0.2230
WL_PER_CELL_UM=33.13
VIAS_AFTER_DETAILED_ROUTING=152500
LAYOUT.CELLS.MOST_COMMON_LIST='8,224 x edfxtp_1, 2,052 x mux4_2, 861 x buf_4'
LAY_TOP_COUNT='edfxtp_1'
CLOCK.FMAX_MHz=40.98
CHIPAREA_UM2=1065000
FLOORPLAN_ROW_COUNT=378
CTS.HOLD.BUFFERS_ADDED=0
NUMBER_OF_WARNINGS_THE_TOOLS_REPORTED=29
SYNTH.YOSYS.WARNINGS=1
GLOBAL_ROUTE_TOTAL_OVERFLOW=0
MAX_SLEW_MARGIN=0.04214
REQUIRED_NS=104.98
YOSYS-STAT-CELLS=13720
SYN_AREA_UM2=318300
GRT_ANTENNA_BEFORE_REPAIR=70
DETAILEDROUTE.FIRSTITERATIONVIOLATIONS=11330
FIN_WORST_HOLD_SLACK_NS=0.5001
VDD_DROP_MAX_mV=0.01630
REPORT.FINAL.HOLD_VIOL_COUNT=0
CTSRESIZECOUNT=0
LAYOUT_MIN_CYCLE_TIME_NS=24.40
GLOBALROUTETOTALUTIL=0.1965
GPL_WTD_CONG=0.9345
TIMING.RR.END='ram_q[28]$_DFFE_PP_'
RSZ_0062_RAISED_AFTER_GLOBAL_ROUTING='no'
POST-LAYOUT-TOTAL-POWER_W=0.008694
ROOT_BUFFER_SELECTED_BY_CTS='clkbuf_16'
FF_TYPE='edfxtp_1'
WIRE_LENGTH_OF_THE_FIRST_GLOBAL_ROUTING_PASS_UM=1344000
CRITPATHTOPFAMILY='simple AND/OR/NAND/NOR gates'
YOSYS_AREA_UM2=318300
CRITICAL_PATH.STARTPOINT_TYPE='input port'
FF2FF_PATH_DEPTH=14
FINALSETUPVIOLATIONS=0
NETLIST_INSTANCES=13720
IOPINCOUNT=82
HOLD_PATH_CLASS='reg -> reg'
CRITICAL_PATH_DEPTH=9
H-TREE-DEPTH=6
PORTBUFFERS=81
WORSTSETUPSTARTPOINT='wr_en'
FINALMAXSLEWVIOLATIONS=0
GRT_START_MAX_NET_PINS=90
CLOCK_TREE_FROM_TRITONCTS='done'
TIMING.CRITICAL_PATH.TO='mem[153][19]$_DFFE_PP_'
CRIT-REG2REG-LAUNCH='rd_pointer[0]$_DFFE_PN1P_'
DRC=0
CP-END-KIND='register'
EDF_COUNT=8224
PLACE_HPWL_UM=618800
CTS_SETUP_BUFFERS=0
DRT.ANTENNA.VIOLATING_NETS=0
CP_CELL_SEQUENCE='clkdlybuf4s50_1 > o21a_1 > buf_4 > nand2_1 > nor2_1 > buf_4 > nand2_2 > nor2_4 > buf_4'
DIE_H_UM=1032
POWER_DENSITY_nW_PER_UM2=23.68
NETLIST-CELL-TYPE-COUNT=76
CTS-BUFFERS-INSERTED=841
SETUP.WORST_PATH.CLASS='in -> reg'
VIAS_PER_CELL=5.167
COREAREA_UM2=1058000
MAX-CLOCK-PATH-BUFFERS=5
INITIAL_CORE_UTIL=0.3007
DIE-WIDTH_UM=1032
CLKLATENCYLATEPIN_NS=1.19
MAX_SLEW.WORST_PIN.SLEW_NS=1.422
CRITPATHBUFINV=4
DETAIL_ROUTE.FIRST_PASS.ITERATIONS=8
POST_ROUTE_CELLS_DRIVE_ABOVE_1_SHARE=0.2947
MAXCAPVIOLATIONS=0
CLK_TRANSITION_REPORTED_PATHS_NS=0.06
SLOWEST_STAGE_DELAY_CP_NS=0.77
POSTSYNTHAREAPERCELL_UM2=23.20
CRITICAL_PATH.MAX_FANOUT=17
YS_ASYNC_RST_SHARE=0.007003
POWER.LEAKAGE_nW=114.4
WORST-ENDPOINT-ARRIVAL_NS=25.18
FINALWIRELENGTH_UM=977700
==> where the power goes <==
group / total, W / switching (W) / internal, W
Combinational: 0.00210 / 0.00126 / 0.000837
Clock: 0.00290 / 0.00124 / 0.00165
Sequential: 0.00370 / 0.0000174 / 0.00368
==> metal layers <==
metal,vias to the layer above,part of all wire,track usage,wire [um]
li1,60980,-,-,-
met1,77610,0.28,0.1823,270500
met2,11830,0.43,0.2687,421600
met3,1919,0.23,0.2102,228600
met4,136,0.051,0.07716,50270
met5,-,0.0069,0.05061,6710
==> synthesized netlist by cell type (6+ instances only) <==
cell          n  share of area
nor4_1        6        0.00012
a22o_1       16        0.00044
clkbuf_1    293         0.0035
a2111oi_0     8        0.00022
xnor2_1      12        0.00033
a311oi_1      8        0.00022
ha_1          8        0.00031
nand3_1      32        0.00050
mux2_2       75         0.0027
o211ai_1     26        0.00061
o221ai_1     79         0.0022
nand2_1     213         0.0025
inv_1        11        0.00013
a221oi_1    127         0.0035
mux4_2     2052           0.15
a21oi_1     263         0.0041
xor2_1       14        0.00039
nand4_1       7        0.00014
o21ai_0     142         0.0022
buf_12       30         0.0019
edfxtp_1   8224           0.78
and3_1       11        0.00022
dfrtp_1      57         0.0045
buf_4       104         0.0025
nor2_1      365         0.0043
buf_1        58        0.00068
a211o_1       8        0.00022
buf_2       175         0.0028
a221oi_2      6        0.00028
o21ai_1      18        0.00028
or3_1         7        0.00014
nor3_1       27        0.00042
nor2b_1      24        0.00047
mux2i_1     651          0.020
buf_6       102         0.0036
a211oi_1     42        0.00099
a22oi_1     129         0.0030
o22ai_1      72         0.0014
a31oi_1      35        0.00069
a21o_1       26        0.00061
a32o_1        8        0.00025
buf_8        36         0.0017
o31ai_1       8        0.00019
a222oi_1     22        0.00069
==> final cells by class <==
class | instances | area (um2)
diodes | 84 | 210.2
clock buffers | 1015 | 21960
clock inverters | 460 | 3991
fillers | 95870 | 691400
inverters | 12 | 72.57
multi-input cells | 4627 | 66910
flip-flops and latches | 8282 | 248400
well taps | 14060 | 17590
repair buffers | 966 | 7920
==> worst register-to-register path: cells and delay by family, from the launching register on <==
| family | cells | cell delay, ns |
|---|---|---|
| AND-OR/OR-AND | 4 | 2.01 |
| buffers and inverters | 8 | 4.27 |
| flip-flops | 1 | 1.02 |
| multiplexers | 2 | 0.70 |
==> kinds of logic after synthesis <==
group / after synthesis / synth area share
xor gates and xnor gates: 26 / 0.0007154
DFF: 8282 / 0.7804
muxes: 2783 / 0.1687
adders and majority gates: 8 / 0.0003145
buffers and inverters: 812 / 0.01673
AOI/OAI and AO/OA: 1094 / 0.02370
and+or+nand+nor: 716 / 0.009364
==> worst min-delay path by stage <==
stage                                       start                                   to  slack (ns)  cells after the start
finish        genblk2.word_buffer[11]$_DFFE_PN0P_  genblk2.word_buffer[11]$_DFFE_PN0P_        0.50                      1
global route  genblk2.word_buffer[11]$_DFFE_PN0P_  genblk2.word_buffer[11]$_DFFE_PN0P_        0.51                      1
CTS           genblk2.word_buffer[11]$_DFFE_PN0P_  genblk2.word_buffer[11]$_DFFE_PN0P_        0.50                      1
==> stage by stage <==
step                        util  std cells  setup slack (ns)  cell area, um2
after floorplan                -      13720             80.36          318300
after global placement    0.3221      27950             78.64          340900
after detailed placement  0.3221      27950             78.56          340900
after CTS                 0.3466      29420             79.79          366900
after global routing      0.3467      29460             79.72          367000
final                     0.3468      29510             79.80          367100
==> registers in the layout (all words and copies together), names as in the netlist <==
name,flops
ram_q,32
word_cnt,9
mem,8192
wr_pointer,8
rd_pointer,8
genblk2.word_buffer,32
genblk2.use_buffer,1
No activity file was given, so power comes from the tool's default toggle rates.
